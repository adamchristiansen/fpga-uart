File: flow/constraint.sdc
current_design main

set clk_period 5.5
set clk_io_pct 0.2

create_clock -name clk0 -period $clk_period [get_ports {clk}]

set non_clock_inputs [all_inputs -no_clocks]
set_input_delay [expr $clk_period * $clk_io_pct] -clock clk0 $non_clock_inputs
set_output_delay [expr $clk_period * $clk_io_pct] -clock clk0 [all_outputs]
File: flow/design.v
`timescale 1ns / 1ps
module main(
    input logic clk,
    input logic rst,
    input logic usb_rx,
    output logic usb_tx);
    localparam int DIVIDER = 868;
    logic [7:0] d;
    logic recv_rdy;
    uart_recv #(.DIVIDER(DIVIDER)) uart_recv(
        .clk(clk),
        .rst(rst),
        .rx(usb_rx),
        .d(d),
        .rdy(recv_rdy)
    );
    uart_send #(.DIVIDER(DIVIDER)) uart_send(
        .clk(clk),
        .rst(rst),
        .d(d),
        .send(recv_rdy),
        .rdy( ),
        .tx(usb_tx)
    );
endmodule
`timescale 1ns / 1ps
module uart_send #(
    parameter int unsigned DIVIDER = 0) (
    input logic clk,
    input logic rst,
    input logic [7:0] d,
    input logic send,
    output logic rdy,
    output logic tx);
    initial begin
        if (DIVIDER < 2) begin
            $error("Expected DIVIDER parameter to be at least 2.");
        end
    end
    logic clr;
    logic baud_clk;
    baud_clk_gen #(.DIVIDER(DIVIDER)) baud_clk_gen(
        .clk(clk),
        .rst(rst),
        .clr(clr),
        .baud_clk_tx(baud_clk),
        .baud_clk_rx( )
    );
    logic [9:0] frame;
    logic send_prev;
    always_ff @(posedge clk) begin
        if (rst) begin
            send_prev <= 1;
        end else begin
            send_prev <= send;
        end
    end
    int i;
    localparam int START_I = 0;
    localparam int DONE_I  = 10;
    localparam int WAIT_I  = 11;
    int w;
    localparam int WAIT_COUNT = (3 * DIVIDER) / 4;
    always_ff @(posedge clk) begin
        if (rst) begin
            clr <= 1;
            i   <= WAIT_I;
            rdy <= 1;
            tx  <= 1;
            w   <= WAIT_COUNT;
        end else if (i == WAIT_I) begin
            tx <= 1;
            if (!send_prev && send) begin
                clr   <= 0;
                i     <= START_I;
                frame <= {1'b1, d, 1'b0};
                rdy   <= 0;
                w     <= WAIT_COUNT;
            end
        end else if (i == DONE_I) begin
            clr <= 1;
            i   <= w <= 0 ? WAIT_I : i;
            rdy <= w <= 0 ? 1      : 0;
            w   <= w - 1;
        end else if (baud_clk) begin
            tx <= frame[i];
            i  <= i + 1;
        end
    end
endmodule
module uart_recv #(
    parameter int unsigned DIVIDER = 0) (
    input logic clk,
    input logic rst,
    input logic rx,
    output logic [7:0] d,
    output logic rdy);
    initial begin
        if (DIVIDER < 2) begin
            $error("Expected DIVIDER parameter to be at least 2.");
        end
    end
    logic baud_clk;
    logic clr;
    baud_clk_gen #(.DIVIDER(DIVIDER)) baud_clk_gen(
        .clk(clk),
        .rst(rst),
        .clr(clr),
        .baud_clk_tx( ),
        .baud_clk_rx(baud_clk)
    );
    logic [7:0] recv_byte;
    enum {
        WAITING,
        READ_0,
        READ_1,
        READ_2,
        READ_3,
        READ_4,
        READ_5,
        READ_6,
        READ_7,
        READ_8,
        READ_9
    } state;
    always_ff @(posedge clk) begin
        if (rst) begin
            clr   <= 0;
            d     <= '0;
            rdy   <= 0;
            state <= WAITING;
        end else begin
            case (state)
                WAITING: begin
                    rdy <= 0;
                    clr <= 1;
                    if (~rx) begin
                        state <= READ_0;
                    end
                end
                READ_0: begin
                    clr <= 0;
                    if (baud_clk) begin
                        state <= READ_1;
                    end
                end
                READ_1: if (baud_clk) begin                   
            recv_byte[0] <= rx;                                 
            state  <= READ_2;                         
        end
                READ_2: if (baud_clk) begin                   
            recv_byte[1] <= rx;                                 
            state  <= READ_3;                         
        end
                READ_3: if (baud_clk) begin                   
            recv_byte[2] <= rx;                                 
            state  <= READ_4;                         
        end
                READ_4: if (baud_clk) begin                   
            recv_byte[3] <= rx;                                 
            state  <= READ_5;                         
        end
                READ_5: if (baud_clk) begin                   
            recv_byte[4] <= rx;                                 
            state  <= READ_6;                         
        end
                READ_6: if (baud_clk) begin                   
            recv_byte[5] <= rx;                                 
            state  <= READ_7;                         
        end
                READ_7: if (baud_clk) begin                   
            recv_byte[6] <= rx;                                 
            state  <= READ_8;                         
        end
                READ_8: if (baud_clk) begin                   
            recv_byte[7] <= rx;                                 
            state  <= READ_9;                         
        end
                READ_9: if (baud_clk) begin
                    if (rx) begin
                        d   <= recv_byte;
                        rdy <= 1;
                    end
                    state <= WAITING;
                end
            endcase
        end
    end
endmodule
module baud_clk_gen #(
    parameter int unsigned DIVIDER = 0) (
    input logic clk,
    input logic rst,
    input logic clr,
    output logic baud_clk_tx,
    output logic baud_clk_rx);
    initial begin
        if (DIVIDER < 2) begin
            $error("Expected DIVIDER parameter to be at least 2.");
        end
    end
    localparam int COUNTER_SIZE = $clog2(DIVIDER - 1) + 1;
    typedef logic unsigned [COUNTER_SIZE-1:0] CounterInt;
    localparam CounterInt COUNTER_MAX  = DIVIDER - 1;
    localparam CounterInt COUNTER_ONE  = 1;
    localparam CounterInt COUNTER_HALF = COUNTER_MAX / 2;
    CounterInt counter;
    always_ff @(posedge clk) begin
        if (rst || clr || counter >= COUNTER_MAX) begin
            baud_clk_tx <= 0;
            baud_clk_rx <= 0;
            counter     <= '0;
        end else begin
            baud_clk_tx <= counter == COUNTER_ONE;
            baud_clk_rx <= counter == COUNTER_HALF;
            counter     <= counter + 1;
        end
    end
endmodule
File: flow/run.sh
#!/bin/bash
# OpenROAD 26Q1-2900-gdf79404cd8, Yosys 0.63+post, stock flow scripts
make -C /OpenROAD-flow-scripts/flow DESIGN_CONFIG=/design/flow/config.mk WORK_HOME=/design/flow/orfs finish
File: flow/config.mk
export PLATFORM = sky130hd
export DESIGN_NAME = main
export DESIGN_NICKNAME = main
export VERILOG_FILES = /design/flow/design.v
export SDC_FILE = /design/flow/constraint.sdc
export NUM_CORES = 4
export LEC_CHECK = 1
export CORE_UTILIZATION = 30
export SYNTH_HDL_FRONTEND = slang
==> results.json <==
{
  "drive_gt1_share_pct": 8.73,
  "synth_area_sq_mm": 0.00595,
  "ctsResizeCount": 0,
  "synth_top_cell_by_count": "dfxtp_1",
  "coreArea_sq_mm": 0.0195,
  "end_kind": "register",
  "wirelength_mm": 12.0,
  "crit_type": "register to register",
  "dieWidth_um": 143,
  "timing.fmax_mhz": 322,
  "grt_pass1_vias": 4330,
  "avgViaCountPerCell": 4.98,
  "clock_sinks": 128,
  "grt_pass1_wl_mm": 20.9,
  "grt.busiest_layer": "met1",
  "async_flop_share_pct": 0,
  "die-area_sq_mm": 0.0204,
  "setup_viol": 0,
  "die_y_um": 143,
  "worst_pin_slew_ns": 0.808,
  "holdWs_ns": 0.428,
  "rsz0062_at_grt": "no",
  "std_cell_rows": 51,
  "yosys_area_sq_mm": 0.00595,
  "grt_max_degree": 50,
  "avgSynthCellArea_sq_um": 8.80,
  "hold_buffers": 0,
  "topCellsByArea": "dfxtp_1, edfxtp_1, nor2_1",
  "worst-path-max-fanout": 20,
  "numCtsBuffers": 17,
  "common_cells": "dfxtp_1, nor2_1, nand2_1",
  "yosysCellCount": 676,
  "cts_tree": "done",
  "synth_top_cell_by_area": "dfxtp_1",
  "antenna_found_initial": 0,
  "postSynthSeqShare_pct": 45.8,
  "drt-wirelength-per-cell_um": 12.6,
  "fin_crit_sh_pct": 56.5,
  "cp.arrival_ns": 3.40,
  "max_cap_violations": 0,
  "warnings": 28,
  "clkSlewWorstSetupHoldPaths_ns": 0.06,
  "met1_usage_pct": 19.6,
  "holdPathStages": 0,
  "power.leakage_nw": 2.26,
  "crit_required_ns": 5.80,
  "tns_ns": 0,
  "p_total_mw": 2.09,
  "reg2reg_depth": 7,
  "slew_headroom_pct": 45.6,
  "design_area_sq_mm": 0.00677,
  "area.growth.synth_to_final_pct": 13.8,
  "final_util_pct": 34.8,
  "grt_overflow_total": 0,
  "diodes": 0,
  "dp_hpwl_mm": 7.86,
  "ys.warnings.count": 0,
  "worst_setup_path_start_kind": "register",
  "first_iter_violations": 205,
  "synth_top_area_share_pct": 37.7,
  "drc_errors": 0,
  "detailedPlace.worstSlack_ns": 2.50,
  "worstSkewPairLatency_ns": 0.41,
  "edf_count": 16,
  "final.setup.worst_slack_ns": 2.39,
  "skew_ns": 0.00867,
  "ioPinCount": 4,
  "grt_use_met3_pct": 2.83,
  "pwr_density_cell_mw_per_mm2": 309,
  "ant_nets": 0,
  "clockBufferDepth": 2,
  "fin_crit_ns": 3.11,
  "floorplan.core_util_pct": 30.6,
  "placed_cells": 920,
  "outcome": "finished clean",
  "ys_seq_elements": 128,
  "h-tree-depth": 4,
  "ys.flop_type": "dfxtp_1",
  "port_buffers": 3,
  "nFillCells": 1943,
  "synthCells": 676,
  "cts_root_buf": "clkbuf_16",
  "hp-class": "register to register",
  "instances_no_fill": 952,
  "finalHoldViolations": 0,
  "grt_use_total_pct": 12.9,
  "first_pass_iters": 6,
  "gp_congestion": 0.835,
  "cts_setup_buffers": 0,
  "slew_violations": 0,
  "synth_cell_type_count": 63,
  "ir_drop_mv": 0.217,
  "met2_usage_pct": 19.5,
  "place_area_sq_mm": 0.00620,
  "num_vias": 4738
}
## metal layers
| layer | part of all wire [%] | vias to the layer above | wire length [um] |
|---|---|---|---|
| li1 | - | 2459 | - |
| met1 | 51 | 2190 | 6080 |
| met2 | 44 | 79 | 5320 |
| met3 | 4.0 | 10 | 477 |
| met4 | 1.1 | 0 | 131 |
| met5 | 0 | - | 0 |
## flip-flops by register name, indices dropped and copies added (netlist names), 8 cells and up
name                            count
uart_send.i                        32
uart_recv.d                         8
uart_recv.recv_byte                 8
uart_send.baud_clk_gen.counter     11
uart_send.frame                     8
uart_send.w                        32
uart_recv.baud_clk_gen.counter     11
uart_recv.state                    11
## final timing paths
kind                    from  slack, ns            endpoint
max          uart_send.i[27]       2.39     uart_send.w[25]
min           uart_recv.d[0]       0.43  uart_send.frame[1]
max reg2reg  uart_send.i[27]       2.39     uart_send.w[25]
min reg2reg   uart_recv.d[0]       0.43  uart_send.frame[1]
## cell families after synthesis
| logic type | count (synthesis) | synth area share [%] |
|---|---|---|
| AOI/OAI and AO/OA | 96 | 11.0 |
| xor gates and xnor gates | 29 | 4.27 |
| buffers and inverters | 46 | 3.41 |
| adders and majority gates | 7 | 1.47 |
| and+or+nand+nor | 348 | 30.1 |
| other | 1 | 0.0631 |
| DFF | 128 | 45.8 |
| muxes | 21 | 3.93 |
## placed cells by master (no fill, tap or decap), drive strengths merged, types with 7 or more instances in the layout
cell and count:
xor2 10, nand4 16, or4 16, mux2i 11
or3 18, ha 7, mux2 9, or2 11
nor2 88, and2 11, a21oi 32, xnor2 19
nor4 22, nand2 64, and3 11, dfxtp 112
o211ai 15, nand3 46, nor3 25, clkbuf 18
inv 19, edfxtp 16, o21ai 13, clkinv 8
## where the power goes
part | leakage, nW | switching, mW | internal, mW
clock | 0.270 | 0.431 | 0.628
sequential | 1.05 | 0.0105 | 0.953
combinational | 0.937 | 0.0479 | 0.0238
## critical path: stages, from the launching register on
cell and delay, ns:
dfxtp_1 0.36, nor4_1 0.73, nand4_1 0.47, nor3_2 0.28, buf_4 0.27, nand4_1 0.29
nor3_1 0.24, mux2_2 0.35
## final cells by class
type / count / area, sq um / share of cell area (%)
clock inverters: 14 / 135 / 2.00
repair buffers: 8 / 62.6 / 0.925
well taps: 265 / 332 / 4.90
flip-flops and latches: 128 / 2720 / 40.2
inverters: 16 / 60.1 / 0.888
multi-input cells: 503 / 3030 / 44.7
clock buffers: 18 / 429 / 6.34
Power is estimated from default activity; no workload was simulated.
